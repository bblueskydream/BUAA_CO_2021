File: ./run.sh
#!/bin/bash
# OpenROAD 26Q1-2900-gdf79404cd8, Yosys 0.63+post, stock flow scripts
make -C /OpenROAD-flow-scripts/flow DESIGN_CONFIG=/design/flow/config.mk WORK_HOME=/design/flow/orfs finish
File: ./constraint.sdc
current_design code

set clk_period 8.9
set clk_io_pct 0.2

create_clock -name clk0 -period $clk_period [get_ports {Clk}]

set non_clock_inputs [all_inputs -no_clocks]
set_input_delay [expr $clk_period * $clk_io_pct] -clock clk0 $non_clock_inputs
set_output_delay [expr $clk_period * $clk_io_pct] -clock clk0 [all_outputs]
File: ./design.v
`timescale 1ns / 1ps
module code(
	input Clk,
	input Reset,
	input Slt,
	input En,
	output reg [63:0] Output0,
	output reg [63:0] Output1
    );
	 reg [1:0] counter;
	 initial begin
			Output0 <= 64'h0000_0000;
			Output1 <= 64'h0000_0000;
			counter <= 2'b00;
	 end
	 always@(posedge Clk) begin
			if (Reset == 1'b1)begin
					Output0 <= 64'h0000_0000;
					Output1 <= 64'h0000_0000;
					counter <= 2'b00;
			end
			else begin
					if (En == 1'b1)begin
						if(Slt == 1'b1)begin
								counter <= counter + 2'b01;
								Output0 <= Output0;
								if (counter == 2'b11)begin
									Output1 <= Output1 + 64'h0000_0001;
								end
								else begin
									Output1 <= Output1;
								end
						end
						else begin
								Output0 <= Output0 + 64'h0000_0001;
								Output1 <= Output1;
						end
					end
					else begin
						Output0 <= Output0;
						Output1 <= Output1;
					end
			end
	 end
endmodule
File: ./config.mk
export PLATFORM = sky130hd
export DESIGN_NAME = code
export DESIGN_NICKNAME = code
export VERILOG_FILES = /design/flow/design.v
export SDC_FILE = /design/flow/constraint.sdc
export NUM_CORES = 4
export LEC_CHECK = 1
export CORE_UTILIZATION = 40
==> out/results.md <==
| Metric | Value |
| --- | --- |
| Post-synthesis instance total | 743 |
| Area of the core | 0.0148 mm2 |
| TritonCTS buffer count | 17 |
| Leading area contributor after synthesis | dfxtp_1 |
| Post-synth cell types | 35 |
| Post-route DRC violation count | 0 |
| CTS H-tree lvls | 4 |
| Power per unit of standard cell area | 151 mW/mm2 |
| # IOs | 132 |
| Post-detailed-placement half-perimeter wirelength | 11400 um |
| X dimension of the die | 126 um |
| Max rail drop VDD | 126 uV |
| Most common logic cells in the final layout | dfxtp_1 (130), clkdlybuf4s50_1 (130), nor2_1 (90), nand4_1 (57), a21oi_1 (53) |
| Clock insertion delay at the later pin of the skew report | 0.41 ns |
| Total Negative Setup Slacks | 0 ns |
| Mean area per synthesized cell | 8.28 um2 |
| Number of port buffers | 131 |
| CTS clk-pin slew, worst paths | 0.05 ns |
| Nature of the critical path startpoint | input port |
| Die height | 126 um |
| Data arrival time of the worst path | 4.39 ns |
| Initial antenna violation count | 0 |
| Total global routing overflow | 0 |
| Synth Warn # | 1 |
| Leakage power figure | 2.49 nW |
| Number of DRC markers after the initial detailed-route iteration | 386 |
| Worst Max-Slew Pin Slew | 0.831 ns |
| ANT cells | 0 |
| Seq/Total Area, Yosys | 42.3% |
| Overall die area | 0.0159 mm2 |
| Relative slew slack | 44.1% |
| Tool Warnings | 25 |
| F_max | 0.247 GHz |
| Sequential fraction of design power | 47.7% |
| 1st-pass router iterations | 5 |
| Post-layout period usage | 45.6% |
| Tot GR Track Use | 21.7% |
| Fraction of final layout cells sized beyond drive strength 1 | 4.78% |
| Area reported by Yosys stat | 0.00615 mm2 |
| Outcome | finished clean |
| Antenna Violating Nets Remaining | 0 |
| Number of setup violations in the final report | 0 |
| Final hold viol count | 0 |
| Combinational share of power | 1.3% |
| Routed via count | 5970 |
| CTS Buffer Depth | 2 |
| Final wirelength | 16500 um |
| Setup repair bufs after CTS | 0 |
| Effective utilization at floorplan | 41.7% |
| Post-cts resize count | 0 |
| Switching power share of the total | 20.5% |
| Clock Sink Count | 130 |
| Synthesized cell area | 0.00615 mm2 |
| First-pass GRT wire length | 27500 um |
| FF+latch count, synth | 130 |
| Number of cells in the yosys synthesis report | 743 |
| CTS Hold Buffers Added | 0 |
| Share of power burned in the clock network | 51.0% |
| Internal Dissipation | 0.974 mW |
| NetSw | 0.252 mW |
| Required time reported for the critical path endpoint | 9.24 ns |
| Number of placement rows | 44 |
| Biggest area cells | dfxtp_1 (42%), xor2_1 (5.8%), nand4_1 (5.8%) |
| Total count of max-transition violations in the final report | 0 |
| Clock tree from TritonCTS | built |
| Overall power consumption | 1.23 mW |
| Portion of synthesized cell area occupied by the leading cell type | 42.3% |
| Via count of the first global-routing pass | 5346 |
| Final Skew | 0.00403 ns |
| RSZ-0062 raised after global routing | no |
| Clock period minus final worst setup slack | 4.05 ns |
| Wire length per cell after detailed routing | 15.5 um |
| Worst min-delay path category | register to register |
| Maximum fanout along the worst path | 9 |
| Relative area change from synthesis to final layout | 32.3% |
| Largest net degree at the start of global routing | 75 |
| Clock root buffer master | clkbuf_16 |
| Maximum Capacitance Violations | 0 |
| CP endpoint kind | register |
| Global placer's final weighted congestion | 0.871 |
| Critical path type | input port to register |
| Per-cell via count in the routed design | 5.62 |
-- layer usage --
metal	global-route usage [%]	up-vias	share of wire (%)
li1	-	2993	-
met1	33.9	2767	49
met2	32.9	185	44
met3	3.85	25	5.3
met4	3.33	0	1.8
met5	0	-	0
-- worst max-delay path, cell delays in order --
cell	delay, ns
clkdlybuf4s50_1	0.60
nand4_1	0.34
nor2_1	0.69
nand4_1	0.28
or4_1	0.54
a21oi_1	0.16
-- sequential cells by signal (all words and copies together), names as in the netlist --
name     count
counter      2
Output0     64
Output1     64
-- final timing paths --
| path | start | to | slack (ns) | cells past startpoint |
|---|---|---|---|---|
| min | counter[1] | counter[1] | 0.48 | 2 |
| max | Slt | Output1[58] | 4.85 | 6 |
| max reg2reg | Output0[10] | Output0[39] | 6.10 | 5 |
| min reg2reg | counter[1] | counter[1] | 0.48 | 2 |
-- synthesized netlist by cell type --
library cell  number
or4_1             16
nand3_1           51
and3_1            10
ha_1               3
xor2_1            41
or4b_1             1
nor4_4             1
nor4_1            18
and2_1             7
clkbuf_1          24
or3_1             45
nand3b_1           1
nor4b_1            1
nand4_2            1
and4b_1            2
mux2i_1            2
o21ai_0           42
or2_2              4
nor4_2             2
nand2b_1           1
or4b_2             1
inv_1              9
nor2b_1            2
xnor2_1           33
nand2_1           45
a21oi_1           53
dfxtp_1          130
and4_1            16
mux2_2             1
nor2_1            90
o41ai_1            1
buf_2              4
nor3_1            19
o31ai_1            9
nand4_1           57
-- power by group through the flow --
stage	clock network, mW	registers [mW]	logic, mW
finish	0.625	0.585	0.0163
global route	0.664	0.584	0.0180
CTS	0.636	0.585	0.0164
-- final cells by class --
type	instances	area [um2]
clock buffer	24	502
clock inverter	6	30.0
fill	1263	6620
inverter	9	33.8
multi-input combinational	576	3400
sequential	130	2600
tap	184	230
timing repair buffer	134	1330
-- kinds of logic (layout without fill, tap and decap cells) --
kind of cell | after synthesis | in the layout | synth area share, %
fa+ha+maj | 3 | 3 | 0.611
simple gates | 391 | 391 | 34.7
mux | 3 | 3 | 0.509
xor+xnor | 74 | 74 | 10.5
buf+inv | 37 | 173 | 2.34
compound gates | 105 | 105 | 8.97
flops | 130 | 130 | 42.3
-- stage by stage --
stage | instance area, um2 | setup WS, ns | hold WS [ns] | utilization, % | instances
floorplan | 6150 | 5.20 | 0.439 | - | 743
global placement | 7600 | 4.54 | 0.446 | 51.5 | 1033
detailed placement | 7600 | 4.45 | 0.460 | 51.5 | 1033
CTS | 8130 | 4.87 | 0.478 | 55.1 | 1063
global route | 8130 | 4.64 | 0.510 | 55.1 | 1063
finish | 8130 | 4.85 | 0.479 | 55.1 | 1063
Power figures rest on the tool's default switching activity, not on a simulated workload.
