--- flow/run.sh ---
#!/bin/bash
# OpenROAD 26Q1-2900-gdf79404cd8, Yosys 0.63+post, stock flow scripts
make -C /OpenROAD-flow-scripts/flow DESIGN_CONFIG=/design/flow/config.mk WORK_HOME=/design/flow/orfs finish
--- flow/design.v ---
`timescale 1ns / 1ps
module alu(
	input [31:0] A,
	input [31:0] B,
	input [2:0] ALUOp,
	output [31:0] C
    );
	assign C = (ALUOp == 0) ? (A + B) :
				  (ALUOp == 3'b001) ? (A - B) :
				  (ALUOp == 3'b010) ? (A & B) :
				  (ALUOp == 3'b011) ? (A | B) :
				  (ALUOp == 3'b100) ? (A >> B) :
				  (ALUOp == 3'b101) ? $unsigned(($signed(A) >>> B)) : 0;
endmodule
--- flow/config.mk ---
export PLATFORM = sky130hd
export DESIGN_NAME = alu
export DESIGN_NICKNAME = alu
export VERILOG_FILES = /design/flow/design.v
export SDC_FILE = /design/flow/constraint.sdc
export NUM_CORES = 4
export LEC_CHECK = 1
export CORE_UTILIZATION = 30
--- flow/constraint.sdc ---
current_design alu

set clk_period 21.0
set clk_io_pct 0.2

create_clock -name clk0 -period $clk_period

set non_clock_inputs [all_inputs -no_clocks]
set_input_delay [expr $clk_period * $clk_io_pct] -clock clk0 $non_clock_inputs
set_output_delay [expr $clk_period * $clk_io_pct] -clock clk0 [all_outputs]
==> run summary <==
run status: finished clean
chip area: 0.0245 mm^2
area added between synthesis and finish: 17.1%
final cell count without fillers: 1443
# DRC: 0
Worst slew margin: 45.6%
Worst Setup SP: B[3]
Mapped Cells: 1079
Resize count post-CTS: 0
Flops: 0
Final Cycle Share: 61.6%
vias after detailed routing: 8655
hold_ws: 9.42 ns
FMAX: 77.3 MHz
most frequent cells in the layout: 130 x a21oi_1, 99 x nand2_1, 97 x inv_1
Syn Std Cell Area: 0.00716 mm^2
Setup TNS Final: 0 ns
maxcap violations: 0
Seq/Total Area, Yosys: 0%
Setup crit end: C[31]
Yosys Chip Area: 0.00716 mm^2
num rows: 56
gr ovfl total: 0
die width: 157 um
vias in the first global route: 8030
Setup CP Type: input pin to output pin
io pins: 99
DRT antenna net count: 0
drt pass-1 iters: 42
number of clock buffers in the layout: 0
final setup fails: 0
hpwl dp: 26800 um
critical path startpoint category: input pin
Leakage: 3.46 nW
Reg area: 0 um^2
drt total wl: 33300 um
fin. max-slew vios: 0
global-route wire length before repair: 50300 um
RSZ-0062 raised after global routing: false
Avg Cell Area, Syn: 6.64 um^2
share of layout cells above drive strength 1: 6.58%
Routability Congestion: 1.01
cts hold-fix bufs: 0
DR WL/cell: 23.1 um
crit path max fanout: 39
Ys Warns: 0
Final Critical Period: 12.93 ns
Starting Density: 30.5%
Log Warnings: 95
Final Cell Area: 0.00839 mm^2
Tot Pwr: 207 uW
Antenna Cells: 0
fillcell total: 2566
Final Hold Vio Count: 0
post-CTS setup repair buffer count: 0
Yosys Instances: 1079
crit path DAT: 8.73 ns
antenna violations before repair: 2
pin count of the biggest net entering global routing: 68
Tot GR Track Use: 27.7%
Power Density: 24.7 mW/mm^2
CP Capture Type: output pin
Worst VDD drop: 0.0000103 V
# port buffers: 99
Worst Hold Class: input pin to output pin
DP Area: 0.00839 mm^2
DP Cell Count: 1443
post-synth cell types: 79
WP data required: 16.80 ns
Commonest Layout Cell: a21oi_1
Core Footprint: 0.0235 mm^2
die height: 157 um
Vias/cell: 6.00
Initial DRC Count: 818
worst-margin pin slew: 0.807 ns
stage by stage:
stage	setup WS (ns)	util [%]
global placement	8.33	35.7
CTS	8.16	35.7
finish	8.07	35.7
detailed placement	8.18	35.7
floorplan	9.82	-
global route	7.80	35.7
cells by family after synthesis:
kind of cell | Yosys count | share of synthesized area [%]
muxes | 57 | 12.0
xor gates and xnor gates | 26 | 3.18
and+or+nand+nor | 316 | 21.3
adders and majority gates | 97 | 17.2
AOI/OAI and AO/OA | 410 | 37.0
buffers and inverters | 173 | 9.36
final cells by class:
type / instances / area, um^2 / area share, %
timing repair buffer: 118 / 1120 / 13.3
inverter: 100 / 375 / 4.48
multi-input combinational: 906 / 6490 / 77.4
tap: 319 / 399 / 4.76
Yosys cell counts (all sizes together), types with 14 or more instances:
| cell type | instances | share of area [%] |
|---|---|---|
| a221oi | 16 | 2.0 |
| nand2b | 14 | 1.2 |
| a21oi | 130 | 9.1 |
| ha | 95 | 17 |
| mux2i | 27 | 3.8 |
| o22ai | 24 | 2.1 |
| o211ai | 18 | 1.9 |
| nand2 | 99 | 5.2 |
| nor4 | 15 | 1.8 |
| a31oi | 21 | 1.8 |
| buf | 20 | 1.3 |
| nand3 | 21 | 1.5 |
| a211oi | 20 | 2.1 |
| inv | 98 | 5.1 |
| xnor2 | 20 | 2.4 |
| nor3 | 37 | 2.6 |
| clkbuf | 53 | 2.8 |
| o21ai | 71 | 5.0 |
| nor2 | 85 | 4.5 |
| mux4 | 22 | 6.9 |
layer usage:
layer,share of wire [%],wire length (um),global-route usage [%]
met2,43,14500,41.3
met3,8.4,2790,5.13
met5,0.048,16,0
met1,46,15200,41.3
met4,2.5,824,6.30
critical path: stages:
cell and delay (ns):
clkdlybuf4s50_1 0.45, buf_4 0.37, inv_1 0.07, buf_4 0.27
ha_1 0.44, o21ai_0 0.15, o21ai_1 0.26, a32oi_1 0.22
a211oi_1 0.52, o21ai_1 0.31, a211oi_1 0.37, o2111ai_1 0.16
xor2_1 0.17, o221ai_1 0.22, clkdlybuf4s50_1 0.51
worst min-delay path by stage:
stage	from	to	depth (start not counted)
6_report	ALUOp[0]	C[30]	5
5_1_grt	ALUOp[0]	C[30]	5
4_1_cts	ALUOp[0]	C[30]	5
report_power, final:
| part | switching [mW] | total (mW) | internal, mW |
|---|---|---|---|
| Combinational | 0.120 | 0.207 | 0.0872 |
| Clock | 0 | 0 | 0 |
| Sequential | 0 | 0 | 0 |
| Total | 0.120 | 0.207 | 0.0872 |
Power is estimated from default activity; no workload was simulated.
